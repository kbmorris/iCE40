--- flow/run.sh ---
#!/bin/bash
# OpenROAD 26Q1-2900-gdf79404cd8, Yosys 0.63+post, stock flow scripts
make -C /OpenROAD-flow-scripts/flow DESIGN_CONFIG=/design/flow/config.mk WORK_HOME=/design/flow/orfs finish
--- flow/config.mk ---
export PLATFORM = sky130hd
export DESIGN_NAME = sequencer_project
export DESIGN_NICKNAME = sequencer_project
export VERILOG_FILES = /design/flow/design.v
export SDC_FILE = /design/flow/constraint.sdc
export NUM_CORES = 4
export LEC_CHECK = 1
export CORE_UTILIZATION = 50
--- flow/constraint.sdc ---
current_design sequencer_project

set clk_period 3.8
set clk_io_pct 0.2

create_clock -name clk0 -period $clk_period [get_ports {clock}]

set non_clock_inputs [all_inputs -no_clocks]
set_input_delay [expr $clk_period * $clk_io_pct] -clock clk0 $non_clock_inputs
set_output_delay [expr $clk_period * $clk_io_pct] -clock clk0 [all_outputs]
--- flow/design.v ---
module clock_divider #(
    parameter COUNTER_SIZE = 24,
    parameter COUNTER_LIMIT = 6000000-1
) (
    input clock,
    input reset,
    output reg div_clock
);
    reg [COUNTER_SIZE - 1:0] counter = 0;
    always @ (posedge clock or posedge reset) begin
        if (reset) begin
            counter <= 0;
            div_clock <= 0;
        end else if (counter == COUNTER_LIMIT) begin
            counter <=0;
            div_clock <= ~div_clock;
        end else begin
            counter <= counter + 1;
        end
    end
endmodule
module debounce #(
    parameter CLOCK_SIZE = 24,
    parameter CLOCK_START = 24'd0,
    parameter CLOCK_LIMIT = 24'd5999
) (
    input   reset,
    input   in,
    input   clock,
    output  reg out
);
    localparam OFF   = 1'b0;
    localparam ON   = 1'b1;
    reg [(CLOCK_SIZE - 1):00] clock_counter;
    reg state;
    reg debounce_clk;
    always @ (posedge clock or posedge reset) begin
        if (reset) begin
            clock_counter <= CLOCK_START;
            debounce_clk <= 0;
        end else if (clock_counter == CLOCK_LIMIT) begin
            clock_counter <= CLOCK_START;
            debounce_clk <= ~debounce_clk;
        end else begin
            clock_counter <= clock_counter + 1'b1;
        end
    end
    always @ (posedge debounce_clk or posedge reset) begin
        if (reset) begin
            state <= OFF;
            out <= OFF;
        end else begin
            case (state)
                OFF: begin
                    if (in==ON) begin
                        state <= ON;
                        out <= ON;
                    end
                end
                ON: begin
                    if (in==OFF) begin
                        state <= OFF;
                        out <= OFF;
                    end
                end
            endcase
        end
    end
endmodule
module memory #(
    parameter WORD_SIZE = 8,
    parameter WORD_INIT = 8'b0,
    parameter ADDRESS_SIZE = 4,
    parameter MEMORY_QTY = 16,
    parameter WAIT_SIZE = 2,
    parameter READ_WAIT = 0,
    parameter WRITE_WAIT = 0
) (
    input clock,
    input w_en,
    input r_en,
    input reset,
    input [ADDRESS_SIZE-1:0] w_addr,
    input [ADDRESS_SIZE-1:0] r_addr,
    input [WORD_SIZE-1:0] w_data,
    output reg [WORD_SIZE-1:0] r_data,
    output reg r_ready,
    output reg w_ready
);
    localparam OFF = 1'b0;
    localparam ON = 1'b1;
    localparam WAIT = 1'b0;
    localparam READ = 1'b1;
    localparam WRITE = 2'b01;
    localparam INIT = 2'b10;
    reg [WAIT_SIZE-1:0] r_delay;
    reg [WAIT_SIZE-1:0] w_delay;
    reg r_state = WAIT;
    reg [1:0] w_state = WAIT;
    reg [WORD_SIZE-1:0] mem [0:MEMORY_QTY-1];
    reg [ADDRESS_SIZE-1:0] counter;
    always @ (negedge clock or posedge reset) begin
        if (reset) begin
            w_state <= INIT;
            r_state <= WAIT;
            r_ready <= OFF;
            w_ready <= OFF;
            counter <= MEMORY_QTY - 1;
            w_delay <= WRITE_WAIT + 1;
        end else begin
            case (r_state)
            WAIT:
                if (r_en) begin
                    r_state <= READ;
                    r_delay <= READ_WAIT;
                    r_ready <= OFF;
                    r_data <= mem[r_addr];
                end
            READ:
                if (r_delay==0) begin
                    r_ready <= ON;
                    r_state <= WAIT;
                end else begin
                    r_delay <= r_delay - 1;
                end
            endcase
            case (w_state)
            WAIT:
                if (w_en) begin
                    w_state <= WRITE;
                    w_delay <= WRITE_WAIT;
                    w_ready <= OFF;
                    mem[w_addr] <= w_data;
                end
            WRITE:
                if (w_delay==0) begin
                    w_ready <= ON;
                    w_state <= WAIT;
                end else begin
                    w_delay <= w_delay - 1;
                end
            INIT:
                if (counter==0 & w_delay==0) begin
                    w_state <= WAIT;
                    r_ready <= ON;
                    w_ready <= ON;
                end else if (w_delay==0) begin
                    counter <=counter - 1;
                    w_delay <= WRITE_WAIT + 1;
                end else begin
                    mem[counter] <= WORD_INIT;
                    w_delay <= w_delay - 1;
                end
            endcase
        end
    end
endmodule
module sequencer #(
    parameter WORD_SIZE = 8,
    parameter ADDRESS_SIZE = 4,
    parameter MEMORY_QTY = 16
) (
    input clock,
    input slow_clock,
    input [WORD_SIZE - 1:0] r_data,
    input reset,
    input r_ready,
    output reg r_en,
    output reg [ADDRESS_SIZE - 1:0] r_addr,
    output reg [WORD_SIZE - 1:0] sequence
);
    localparam ON = 1'b1;
    localparam OFF = 1'b0;
    localparam READING = 1'b1;
    reg read_state = OFF;
    always @ (posedge clock or posedge reset) begin
        if (reset) begin
            sequence <= 0;
            r_addr <= -1;
            r_en <= OFF;
        end else begin
            case (read_state)
                OFF: begin
                    if (r_ready & slow_clock) begin
                        r_addr <= r_addr + 1;
                        r_en <= ON;
                        read_state <= READING;
                    end
                end
                READING: begin
                    if (r_ready & r_en) begin
                        sequence <= r_data;
                        r_en <= OFF;
                    end
                    if (~slow_clock) begin
                        read_state <= OFF;
                        r_en <= OFF;
                    end
                end
            endcase
        end
    end
endmodule
module sequencer_project #(
    parameter COUNTER_LIMIT = 6000000 - 1,
    parameter CLOCK_LIMIT = 6000 - 1
) (
    input clock,
    input Reset,
    input Store,
    input [WORD_SIZE-1:0] Sequence,
    output wire [WORD_SIZE-1:0] display,
    output wire [ADDRESS_SIZE-1:0] r_addr,
    output wire reset,
    output wire store,
    output wire [WORD_SIZE-1:0] sequence
); 
    localparam WORD_SIZE = 2;
    localparam ADDRESS_SIZE = 4;
    localparam MEMORY_QTY = 16;
    assign sequence = ~Sequence;
    assign reset = ~Reset;
    assign store = ~Store;
    wire seconds;
    wire db_store;
    wire [ADDRESS_SIZE - 1:0] w_addr;
    wire w_en;
    wire [WORD_SIZE - 1:0] w_data;
    wire r_en;
    wire w_ready;
    wire r_ready;
    wire [WORD_SIZE - 1:0] r_data;
    clock_divider #(
        .COUNTER_LIMIT(COUNTER_LIMIT)
    ) second_clock (
        .clock(clock),
        .reset(reset),
        .div_clock(seconds)
    );
    debounce #(
        .CLOCK_LIMIT(CLOCK_LIMIT)
    ) debounce_store (
        .reset(reset),
        .in(store),
        .clock(clock),
        .out(db_store)
    );
    store #(
        .WORD_SIZE(WORD_SIZE),
        .ADDRESS_SIZE(ADDRESS_SIZE),
        .MEMORY_QTY(MEMORY_QTY)
    ) sequence_store (
        .clock(clock),
        .reset(reset),
        .store(db_store),
        .w_ready(w_ready),
        .sequence(sequence),
        .w_en(w_en),
        .w_addr(w_addr),
        .w_data(w_data)
    );
    sequencer #(
        .WORD_SIZE(WORD_SIZE),
        .ADDRESS_SIZE(ADDRESS_SIZE),
        .MEMORY_QTY(MEMORY_QTY)
    ) display_sequencer (
        .clock(clock),
        .slow_clock(seconds),
        .reset(reset),
        .r_data(r_data),
        .r_ready(r_ready),
        .r_en(r_en),
        .r_addr(r_addr),
        .sequence(display)
    );
    memory #(
        .WORD_SIZE(WORD_SIZE),
        .WORD_INIT(2'b10),
        .ADDRESS_SIZE(ADDRESS_SIZE),
        .MEMORY_QTY(MEMORY_QTY)
    ) sequnencer_memory (
        .clock(clock),
        .reset(reset),
        .w_addr(w_addr),
        .w_en(w_en),
        .w_data(w_data),
        .r_en(r_en),
        .r_addr(r_addr),
        .w_ready(w_ready),
        .r_ready(r_ready),
        .r_data(r_data)
    );
endmodule
module store #(
    parameter WORD_SIZE = 8,
    parameter ADDRESS_SIZE = 4,
    parameter MEMORY_QTY = 16
) (
    input clock,
    input store,
    input reset,
    input w_ready,
    input [WORD_SIZE - 1:0] sequence,
    output reg w_en,
    output reg [ADDRESS_SIZE - 1:0] w_addr,
    output reg [WORD_SIZE - 1:0] w_data
);
    localparam ON = 1'b1;
    localparam OFF = 1'b0;
    localparam STORING = 1'b1;
    reg store_state = OFF;
    always @ (posedge clock or posedge reset) begin
        if (reset) begin
            w_addr <= -1;
            w_en <= OFF;
            store_state <= OFF;
        end else begin
            case (store_state)
                OFF: begin
                    if (store & w_ready) begin
                        store_state <= STORING;
                        w_addr <= w_addr + 1;
                        w_data <= sequence;
                        w_en <= ON;
                    end
                end
                STORING: begin
                    if (~store) begin
                        store_state <= OFF;
                        w_en <= OFF;
                    end else if (w_ready) begin
                        w_en <= OFF;
                    end
                end
            endcase
        end
    end
endmodule
==> summary.txt <==
Status of the implementation.

- The run finished with clean final reports.
- The number of buffers on the longest clock path is 2, for reference.
- The clock-pin slew on the worst setup and hold paths is 0.06 ns, for reference.
- In this run, synthesis inferred 39 flip-flops with an integrated enable.
- In the synthesized netlist, the dominant kind of combinational cell is simple AND/OR/NAND/NOR gates.
- Entering global routing, the biggest net connects 51 pins.
- The switching share of total power is 0.214, for reference.
- Sorting the synthesized cells by how often they occur yields sky130_fd_sc_hd__nand2_1 (60), sky130_fd_sc_hd__dfrtp_1 (57), sky130_fd_sc_hd__edfxtp_1 (39), sky130_fd_sc_hd__nor2_1 (35), sky130_fd_sc_hd__nand3_1 (31).
- The final timing report lists a max-slew violation count of 0.
- Of the synthesized area, sequential elements account for 0.549.
- The post-CTS setup buffer count is 0, for reference.
- The vias per cell is 5.35, for reference.
- In the Yosys report the total cell count is 524.
- The layout has 831 filler cells.
- The share of synthesized area spent on multiplexers is 0.0222, for reference.
- Pin placement for this block handled 15 I/O pins.
- The final instance area is 6740 µm², for reference.
- STA classifies the critical path endpoint as a register.
- The last timing report of the flow puts the setup violation total at 0.
- The number of global-route vias before repair is 3995, for reference.
- Setup repair after global routing left no endpoint under its margin.
- The power density over the cells is 443 nW/µm², for reference.
- The synthesized netlist contains 50 unique library cells.
- The total overflow left after global routing is 0.
- The signal arrival time at the worst endpoint is 2.02 ns, for reference.
- The tightest slew margin relative to the limit is 0.399, for reference.
- Looking at the max-slew report, the worst-margin pin has a slew of 0.893 ns.
- The first-pass iteration count of the detailed router is 4, for reference.
- The combinational share of power is 0.010, for reference.
- STA classifies the critical path startpoint as a register.
- The via total after detailed routing is 3982, for reference.
- The adder-cell share of the synthesized area is 0.0467, for reference.
- The final setup TNS is 0 ns, for reference.
- The layout cell share with drive strength beyond 1 is 0.132, for reference.
- The yosys synthesis warning count is 6, for reference.
- Listed in order, past its start point the critical path passes inv_1, ha_4, a22oi_2, o22ai_1, a311oi_1, a41oi_1.
- Per the synthesis report, the simple-gate share of the synthesized area is 0.192.
- In this run, the synthesized area fraction spent on AND-OR/OR-AND gates is recorded as 0.0815.
- The maximum vdd drop is 0.000262 V, for reference.
- The top cell type's share of synthesized area is 0.253, for reference.
- Along the critical path, the tally of buffer and inverter instances is 1.
- The tree is rooted in a sky130_fd_sc_hd__clkbuf_8.
- The number of antenna diodes is 0, for reference.
- Counting endpoints that fail hold in the final report gives 0.
- The overall die size recorded for this design is 11700 µm².
- The synthesized flop and latch total is 115, for reference.
- After layout, the design draws a total of 2990 µW.
- Among all stages on the critical path, the maximum delay recorded is 0.52 ns.
- Among all stages on the critical path, the largest delay is contributed by sky130_fd_sc_hd__dfstp_2.
- The placed instance area is 5960 µm², for reference.
- The wire length of the first global-routing pass is 18500 µm, for reference.
- Across the run, the number of max-cap violations was 0.
- The total number of warnings across the stage logs is 80, for reference.
- RePlAce ended its routability-driven mode at a weighted congestion of 0.889.
- The final routed wirelength across all metal layers is 10800 µm, for reference.
- The internal portion of total power is 2350 µW, for reference.
- In this run, the number of DRC markers left after iteration 0 of detailed routing was 240.
- In this run, post-CTS hold repair placed 0 buffers.
- In this run the standard cell core region covers 10900 µm².
- The overall fraction of global-route tracks in use is 0.214, for reference.
- The pre-placement core utilization is 0.517, for reference.
- The power report attributes to the sequential group a share of 0.422.
- The wire-length estimate of the detail-placed layout is 7400 µm.
- The count of nets left with antenna violations once routing finished came out at 0.
- The number of antenna violations at the first check in global routing is 0, for reference.
- The worst clock skew on the final layout is 0.0720 ns, for reference.
- The final report gives the core utilization as 0.619.
- The synthesis report gives the async set-or-reset register share as 0.661.
- The highest fanout seen on the critical path is 7, for reference.
- For reference, the top cells by area after synthesis are sky130_fd_sc_hd__dfrtp_1 (25%), sky130_fd_sc_hd__edfxtp_1 (21%), sky130_fd_sc_hd__dfstp_2 (6.5%).
- The total number of H-tree levels is 4, for reference.
- The DRC violation total left in the routed layout is recorded as 0.
- The worst setup path is of the reg2reg kind.
- The kind of cell with the highest combined delay along the critical path is AND-OR/OR-AND gates.
- The number of rows created at floorplan is 38, for reference.
- The height of the die is 108 µm, for reference.
- For flop-to-flop paths, the worst setup slack is 0.09 ns.
- The switching power total is 639 µW, for reference.
- TritonCTS built the clock tree.
- The synthesis stats list as the most numerous cell sky130_fd_sc_hd__nand2_1.
- After synthesis, the chip area reported by Yosys is 5630 µm².
- The count of unclocked register or latch pins is 2, for reference.
- The netlist area before placement is 5630 µm², for reference.
- Dividing the detail-routed wire length by the instance count gives 14.6 µm.
- The cell leakage power is 0.00290 µW, for reference.
- The cell count after synthesis came out at 524.
- The area share of xor/xnor cells in the synthesized design is 0.0731, for reference.
- 2 endpoints have no timing constraint.
- STA reports the tightest min-delay check as being of type in2async.
- During placement, the flow inserted port buffers numbering 14.
- The clock latency at the later pin of the worst-skew pair is 0.52 ns, for reference.
- The clock group share of total power is 0.568, for reference.
- The layout overhead on the synthesized area is 19.7%, for reference.
- The x dimension of the die is 108 µm, for reference.
- After synthesis, the mean cell area works out to 10.7 µm².
- The library cell occupying the most area in the post-synthesis netlist is sky130_fd_sc_hd__dfrtp_1, for reference.
- Clock tree synthesis inserted a total of 17 buffers.
- The most instantiated flip-flop cell in the synthesis netlist is sky130_fd_sc_hd__dfrtp_1, for reference.
- STA puts the critical path data required time at 2.11 ns.
-- sequential cells by signal, indices dropped and copies added, names as in the netlist --
register and cells:
debounce_store.clock_counter 24, debounce_store.debounce_clk 1, debounce_store.out 1, debounce_store.state 1, display_sequencer.r_addr 4, display_sequencer.r_en 1
display_sequencer.read_state 1, display_sequencer.sequence 2, second_clock.counter 24, second_clock.div_clock 1, sequence_store.store_state 1, sequence_store.w_addr 4
sequence_store.w_data 2, sequence_store.w_en 1, sequnencer_memory.counter 4, sequnencer_memory.mem 32, sequnencer_memory.r_data 2, sequnencer_memory.r_delay 2
sequnencer_memory.r_ready 1, sequnencer_memory.r_state 1, sequnencer_memory.w_delay 2, sequnencer_memory.w_ready 1, sequnencer_memory.w_state 2
-- routing by layer --
layer | track usage | up-vias | share of wire
li1 | - | 2004 | -
met1 | 0.356 | 1870 | 0.51
met2 | 0.290 | 93 | 0.41
met3 | 0.0724 | 15 | 0.059
met4 | 0.0440 | 0 | 0.016
met5 | 0 | - | 0
-- cell families after synthesis --
| group | Yosys count |
|---|---|
| buffers and inverters | 49 |
| muxes | 12 |
| adders and majority gates | 21 |
| AOI/OAI and AO/OA | 68 |
| xor gates and xnor gates | 47 |
| and+or+nand+nor | 212 |
| DFF | 115 |
-- stage by stage --
| stage | hold WS, ns | setup slack (ns) | instances |
|---|---|---|---|
| 2_1_floorplan | 0.424 | 0.0461 | 524 |
| 3_3_place_gp | 0.436 | 0.0407 | 672 |
| 3_5_place_dp | 0.446 | -0.0350 | 672 |
| 4_1_cts | 0.334 | 0.0610 | 744 |
| 5_1_grt | 0.360 | 0.0235 | 744 |
| 6_report | 0.349 | 0.0898 | 744 |
-- what timing repair did --
| item | 4_1_cts | 5_1_grt |
|---|---|---|
| pin swaps | 0 | 4 |
| gates resized | 1 | 8 |
| setup endpoints to repair | 1 | 4 |
| hold endpoints to repair | 0 | 0 |
| gates cloned | 0 | 0 |
-- worst min-delay path: stages --
cell and delay, ns:
sky130_fd_sc_hd__buf_4 0.09, sky130_fd_sc_hd__buf_4 0.10, sky130_fd_sc_hd__buf_4 0.32
-- placed cells by master, fill, tap and decap left out, drive strengths merged, types with 5 or more instances in the layout --
cell type / instances
inv: 69
nand2: 60
dfrtp: 57
edfxtp: 39
nor2: 35
nand3: 32
xor2: 27
clkbuf: 23
ha: 21
xnor2: 20
o21ai: 18
buf: 16
a221oi: 16
nor3: 14
dfstp: 14
clkdlybuf4s50: 13
nand4: 13
a21oi: 12
nor2b: 10
nor4: 10
mux2i: 8
and2: 7
nand3b: 5
and3: 5
o31ai: 5
dfrtn: 5
-- layout make-up --
| class | count | area, µm² | share of cell area |
|---|---|---|---|
| Clock buffer | 23 | 510 | 0.0757 |
| Tap cell | 140 | 175 | 0.0260 |
| Sequential cell | 115 | 3090 | 0.458 |
| Clock inverter | 50 | 235 | 0.0349 |
| Inverter | 27 | 101 | 0.0150 |
| Multi-Input combinational cell | 360 | 2380 | 0.353 |
| Timing Repair Buffer | 29 | 250 | 0.0371 |
-- power by group through the flow --
stage	Combinational [µW]	Clock, µW	Sequential (µW)
6_report	28.8	1700	1260
5_1_grt	33.6	1830	1260
4_1_cts	30.5	1740	1260
-- worst paths after layout --
check / start / to / cells past startpoint
min in group clk0: debounce_store.clock_counter[0] / debounce_store.clock_counter[0] / 1
min: Reset / debounce_store.clock_counter[9] / 3
max in group asynchronous: Reset / sequnencer_memory.counter[1] / 3
min reg2reg: debounce_store.clock_counter[0] / debounce_store.clock_counter[0] / 1
max: display_sequencer.r_addr[1] / sequnencer_memory.r_data[1] / 6
max reg2reg: display_sequencer.r_addr[1] / sequnencer_memory.r_data[1] / 6
No activity file was given, so power comes from the tool's default toggle rates.
